$ cat design/flow/design.v
module register_bank(
  input clk,
  input reset,
  input write_enable,
  input [4:0] write_address,
  input [31:0] write_value,
  input [4:0] read_address1,
  input [4:0] read_address2,
  output [5:0] debug_led,
  output [31:0] value1,
  output [31:0] value2
);
  reg [31:0] register [31:0];
  integer i;
  initial
    for (i = 0; i < 32; i = i + 1)
      register[i] <= 0;
  always @(posedge clk)
    if (write_enable == 1)
      if (write_address != 0)
        register[write_address] <= write_value;
  assign value1 = (write_enable && write_address == read_address1 && write_address != 0) ? write_value : register[read_address1];
  assign value2 = (write_enable && write_address == read_address2 && write_address != 0) ? write_value : register[read_address2];
  assign debug_led[0] = (register[5] == 5) ? 0 : 1;
  assign debug_led[1] = (register[6] == 10) ? 0 : 1;
  assign debug_led[2] = (register[10] == 536870912) ? 0 : 1;
  assign debug_led[3] = (register[11] == 536870913) ? 0 : 1;
  assign debug_led[4] = (write_address == 11) ? 0 : 1;
  assign debug_led[5] = (write_address == 10) ? 0 : 1;
endmodule
$ cat design/flow/run.sh
#!/bin/bash
# OpenROAD 26Q1-2900-gdf79404cd8, Yosys 0.63+post, stock flow scripts
make -C /OpenROAD-flow-scripts/flow DESIGN_CONFIG=/design/flow/config.mk WORK_HOME=/design/flow/orfs finish
$ cat design/flow/config.mk
export PLATFORM = sky130hd
export DESIGN_NAME = register_bank
export DESIGN_NICKNAME = register_bank
export VERILOG_FILES = /design/flow/design.v
export SDC_FILE = /design/flow/constraint.sdc
export NUM_CORES = 4
export LEC_CHECK = 1
export CORE_UTILIZATION = 40
$ cat design/flow/constraint.sdc
current_design register_bank

set clk_period 9.3
set clk_io_pct 0.2

create_clock -name clk0 -period $clk_period [get_ports {clk}]

set non_clock_inputs [all_inputs -no_clocks]
set_input_delay [expr $clk_period * $clk_io_pct] -clock clk0 $non_clock_inputs
set_output_delay [expr $clk_period * $clk_io_pct] -clock clk0 [all_outputs]
==> impl_metrics.json <==
{
  "num_rows": 125,
  "detail_route.first_pass.iterations": 5,
  "pre_cts_ws_ps": 1860,
  "swShare_pct": 22.3,
  "cp-start-kind": "input pin",
  "die_h_um": 345,
  "post_drt_wl_per_cell_um": 33.5,
  "power_per_cell_area_nw_per_um2": 188,
  "area_leaders": "edfxtp_1, mux4_2, o22ai_1",
  "grt_use_met2_pct": 36.7,
  "comb_power_share_pct": 8.6,
  "netSwitchingPower_w": 0.00226,
  "slew_headroom_pct": 28.4,
  "cts_tree": "done",
  "ys_chip_area_um2": 47000,
  "drive_above_1_share_pct": 35.7,
  "diodes": 0,
  "cp.required_ps": 7440,
  "avgSynthCellArea_um2": 20.8,
  "logic_area_um2": 15500,
  "hold_viol": 0,
  "die_w_um": 345,
  "hold_path_class": "in -> reg",
  "warnings": 29,
  "yosysTopAreaCellShare_pct": 65.4,
  "drv_slew": 0,
  "post_cts_buffers": 0,
  "post_cts_resized": 0,
  "setup_viol": 0,
  "fp-utilization_pct": 40.4,
  "root_buffer": "clkbuf_16",
  "cts_hold_buf": 0,
  "seq_area_um2": 30700,
  "wirelength_um": 136000,
  "seqPwrFrac_pct": 51.2,
  "drt_iter0_drc": 1596,
  "viasPerCell": 6.38,
  "hold_depth": 2,
  "critical_path_class": "in -> out",
  "final_util_pct": 46.2,
  "fmax_mhz": 130,
  "antenna_left": 0,
  "cts_sinks": 1024,
  "fp.coreArea_um2": 116000,
  "largest_reg_flops": 1024,
  "grt_util_met1_pct": 29.8,
  "cts-buffers-inserted": 110,
  "flop_cell": "edfxtp_1",
  "fillCellCount": 9503,
  "arrival_ps": 5850,
  "clk_pin_slew_worst_paths_ps": 50,
  "first_global_vias": 29400,
  "top_regs": "register x1024",
  "fin_crit_ps": 7710,
  "ys_cells": 2256,
  "setup_ws_ps": 1590,
  "synth_warnings": 1,
  "clockPowerShare_pct": 40.3,
  "io_pins": 120,
  "top_usage_layer": "met2",
  "num_vias": 26000,
  "grtUsageTotal_pct": 25.8,
  "dp_hpwl_um": 79700,
  "syn_to_final_growth_pct": 14.4,
  "grt_use_met3_pct": 21.8,
  "endpoint_kind": "output port",
  "fp.dieArea_um2": 119000,
  "ys_seq_share_pct": 65.4,
  "htree_levels": 3,
  "grt_pass1_wl_um": 197000,
  "grt_overflow": 0,
  "crit_fanout": 17,
  "ys_types": 42,
  "netlist.top_cell.by_area": "edfxtp_1",
  "synth_area_um2": 47000,
  "place.gp.congestion": 0.862,
  "status": "finished clean",
  "synth_flops": 1024,
  "ir_drop_mv": 0.149,
  "max-cap-violations": 0,
  "grt_start_max_net_pins": 112,
  "cts.path.max_buffers": 3,
  "edf_count": 1024,
  "syn_inst": 2256,
  "antenna_found_initial": 2,
  "finalClockPeriodUsage_pct": 82.9,
  "rsz0062_at_grt": "false",
  "p_leak_nw": 16.3,
  "drc": 0,
  "regMostFlops": "register",
  "async_flop_share_pct": 0,
  "worstMarginPinSlew_ps": 1060,
  "p_int_w": 0.00786,
  "fin_tns_setup_ps": 0,
  "port_buffers": 118
}
## final cells by class
| cell class | count | share of cell area, % |
|---|---|---|
| Multi-Input combinational cell | 1072 | 28.9 |
| Inverter | 3 | 0.0209 |
| Timing Repair Buffer | 243 | 4.16 |
| Clock inverter | 71 | 0.914 |
| Tap cell | 1524 | 3.54 |
| Clock buffer | 133 | 5.32 |
| Sequential cell | 1024 | 57.2 |
## synth_stat cells (4+ instances only)
library cell	count
nor2_1	31
nand3_1	11
buf_1	4
nand3b_1	9
nor4_1	90
mux4_2	511
nor3_1	5
xnor2_1	6
mux2_2	65
buf_6	20
or3b_2	6
nand2_1	4
buf_4	33
or2_2	7
buf_2	66
nand4_1	8
clkbuf_1	65
nand2b_1	4
xor2_1	4
o22ai_1	249
edfxtp_1	1024
## worst max-delay path, stage by stage
cell and delay [ps]:
clkdlybuf4s50_1 910, or3b_2 750, buf_4 550, o22ai_1 190, nor4_1 800, mux2_2 310, clkdlybuf4s50_1 450
## power by group through the flow
stage / clock, W / sequential, W / combinational, W
final: 0.00407 / 0.00518 / 0.000869
after global routing: 0.00432 / 0.00518 / 0.000932
after CTS: 0.00414 / 0.00518 / 0.000878
## per-stage QoR
stage	cells	hold WS [ps]	power (W)	instance area, um^2
2_1_floorplan	2287	1960	0.00577	47100
3_3_place_gp	3866	2680	0.00613	50400
3_5_place_dp	3866	2700	0.00615	50400
4_1_cts	4070	1950	0.0102	53800
5_1_grt	4070	1990	0.0104	53800
6_report	4070	1990	0.0101	53800
## cells in the final DEF, fill, tap and decap left out, drive strengths merged, types with 9 or more instances in the layout
master	n
conb	32
o22ai	249
clkbuf	133
edfxtp	1024
nand3	11
mux2	65
buf	129
nor2	31
mux4	511
clkdlybuf4s50	114
clkinv	59
nand3b	9
nor4	92
## kinds of logic (layout without fill, tap and decap cells)
family / Yosys count / after routing / share of synthesized area [%]
other: 1 / 32 / 0.00798
xor gates and xnor gates: 10 / 10 / 0.186
buffers and inverters: 191 / 450 / 2.28
muxes: 577 / 577 / 26.1
DFF: 1024 / 1024 / 65.4
AOI/OAI and AO/OA: 258 / 258 / 3.49
and+or+nand+nor: 195 / 195 / 2.56
## layer usage
layer  vias up  share of wire, %
li1      10500                 -
met1     13200                31
met2      1940                46
met3       289                19
met4        14               3.5
met5         -              0.29
## path summary, 6_finish.rpt
check	start	to	slack (ps)
max	read_address1[3]	value1[7]	1590
min	write_value[13]	register[17][13]	1990
No activity file was given, so power comes from the tool's default toggle rates.
