### flow/config.mk
export PLATFORM = sky130hd
export DESIGN_NAME = peripheral_manager
export DESIGN_NICKNAME = peripheral_manager
export VERILOG_FILES = /design/flow/design.v
export SDC_FILE = /design/flow/constraint.sdc
export NUM_CORES = 4
export LEC_CHECK = 1
export CORE_UTILIZATION = 30
### flow/constraint.sdc
current_design peripheral_manager

set clk_period 21.3
set clk_io_pct 0.2

create_clock -name clk0 -period $clk_period [get_ports {btn1}]
create_clock -name clk1 -period $clk_period [get_ports {btn2}]
create_clock -name clk2 -period $clk_period [get_ports {clk}]
create_clock -name clk3 -period $clk_period [get_ports {physical_clk}]

set non_clock_inputs [all_inputs -no_clocks]
set_input_delay [expr $clk_period * $clk_io_pct] -clock clk0 $non_clock_inputs
set_output_delay [expr $clk_period * $clk_io_pct] -clock clk0 [all_outputs]
### flow/design.v
module buttons(
    input clk,  
    input btn1,
    input btn2,
    input read_btn1,
    input read_btn2,
    output reg [31:0] buttons_output,  
    output [5:0] debug_led
);
assign debug_led[5] = btn1_counter[0];
assign debug_led[4] = btn2_counter[0];
assign debug_led[3:0] = 3'd0;
reg [31:0] btn1_counter = 32'd0;
reg [31:0] btn2_counter = 32'd0;
always @(posedge btn1) begin
    btn1_counter <= btn1_counter+1;
end
always @(posedge btn2) begin
    btn2_counter <= btn2_counter+1;
end
always @(posedge clk) begin
    if(read_btn1) begin
        buttons_output <= btn1_counter;
    end
    if(read_btn2) begin
        buttons_output <= btn2_counter;
    end
end
endmodule
module peripheral_manager(
    input clk,  
    input physical_clk,   
    input [31:0] addr,  
    input [31:0] data_in,  
    input write_enable,  
    input btn1,
    input btn2,
    output reg [31:0] data_out,
    output [5:0] debug_led,
    output pwm1_out  
);
    assign debug_led[4] = (data_in == 32'd5) ? 0 : 1;
    pwm_port pwm_port1(
        .clk(clk), 
        .physical_clk(physical_clk),
        .mem_write(write_pwm1_1),
        .mem_write2(write_pwm1_2),
        .mem_data(data_in), 
        .mem_data2(data_in),
        .port_output(pwm1_out)
        ,.debug_led(debug_led[3:0])
    );
    wire [31:0] buttons_output;
    wire read_btn1;
    wire read_btn2;
    buttons buttons1(
        .clk(clk),
        .btn1(btn1),
        .btn2(btn2),
        .read_btn1(read_btn1),
        .read_btn2(read_btn2),
        .buttons_output(buttons_output)
    );
    assign write_pwm1_1 = (write_enable && addr[31:29] == 3'b001 && addr[0] == 0) ? 1 : 0;
    assign write_pwm1_2 = (write_enable && addr[31:29] == 3'b001 && addr[0] == 1) ? 1 : 0;
    assign read_btn1 = (addr[31:29] == 3'b010 && addr[0] == 1) ? 1 : 0;
    assign read_btn2 = (addr[31:29] == 3'b010 && addr[0] == 0) ? 1 : 0;
    wire [31:0] _data_out;
    assign _data_out = (read_btn1) ? buttons_output : 
                        read_btn2 ? buttons_output :
                        32'd0;
    always @(posedge clk) begin
        data_out <= _data_out;
    end
endmodule
module pwm_port(
    input clk,  
    input physical_clk,  
    input mem_write,  
    input mem_write2,  
    input [31:0] mem_data,  
    input [31:0] mem_data2,  
    output [5:0] debug_led,  
    output port_output  
);
    assign debug_led[5] = clk;
    assign debug_led[4] = port_output;
    assign debug_led[3] = ~mem_write;
    assign debug_led[2] = ~mem_write2;
    assign debug_led[1] = (mem_data2 == 32'd10) ? 0 : 1;
    assign debug_led[0] = (mem_data == 32'd5) ? 0 : 1;
    reg [31:0] clk_per_cycle = 32'd1024;  
    reg [31:0] counter = 32'd0;  
    reg [31:0] last_mem_data = 32'd0;
    reg [31:0] clk_on = 32'd0;
    always @(posedge clk) begin
        if(mem_write) begin
            last_mem_data = mem_data;
        end
        if(mem_write2) begin
            clk_per_cycle = mem_data2;
        end
        if(last_mem_data>clk_per_cycle) begin
            clk_on = clk_per_cycle;
        end
        else begin
            clk_on = last_mem_data;
        end
    end
    always @(posedge physical_clk) begin
        if(counter >= clk_per_cycle) begin
            counter = 32'd0;
        end
        counter = counter + 32'd1;
    end
    assign port_output = (counter > clk_on) ? 0 : 1;
endmodule
### flow/run.sh
#!/bin/bash
# OpenROAD 26Q1-2900-gdf79404cd8, Yosys 0.63+post, stock flow scripts
make -C /OpenROAD-flow-scripts/flow DESIGN_CONFIG=/design/flow/config.mk WORK_HOME=/design/flow/orfs finish
==> impl_metrics.toml <==
# flow metrics
[floorplan]
die_x_um = 198.5
floorplan.rows = 71
ios = 108
die_h_um = 198.5
initCoreUtil_pct = 30.62
coreArea_um2 = 37840
die_area_um2 = 39410

[worst_setup_path]
critPathLaunchType = "primary input"
cp_max_fo = 3
endpoint_kind = "primary output"
path_class = "primary input to primary output"
worstPathArrival_ps = 6490
required_ps = 17040

[synthesis]
ys.flop_type = "dfxtp_1"
ys_ff = 256
ys_warn_count = 7
yosysChipArea_um2 = 11590
synth_area_um2 = 11590
common_cells = "224 x dfxtp_1, 103 x inv_1, 99 x ha_1"
ys_cells = 1080
synth-xor-area-share_pct = 6.576
ys_sh_mux_pct = 12.87
yosys.area_share.aoi_pct = 4.708
postSynthSeqShare_pct = 46.99
synth.top_cells.by_area = "dfxtp_1 39%, ha_1 11%, edfxtp_1 8.3%"
ys_sh_adder_pct = 10.69
ys_types = 49
logic_family = "simple AND/OR/NAND/NOR gates"
synth-async-reset-ratio_pct = 0
syn-mean-instance-area_um2 = 10.73
synth_top_area_share_pct = 38.70
edf_count = 32
synth_area_leader_cell = "dfxtp_1"
netlist_instances = 1080
synth.most_common_cell = "dfxtp_1"
simple_gate_area_share_pct = 13.45

[sta]
rsz0062_at_grt = "false"
setup_tns_ps = 0
finalWorstSetupSlack_ps = 10550
slew_headroom_pct = 54.74
hold_ws_ps = 425.9
final-max-slew-violation-count = 0
setup_viol = 0
hold_viol = 0
skew_ps = 18.50
worstMarginPinSlew_ps = 672.7

[placement]
place_congestion = 0.8687
hpwlAfterDp_um = 17690
port-buffer-count = 75
pre_cts_ws_ps = 10510
dp.cells = 1650

[power_and_ir_drop]
power_density_nw_per_um2 = 108.8
cellLeakagePower_nw = 6.091
power_frac_comb_pct = 24.3
p_seq_share_pct = 39.8
power.share.switching_pct = 29.09
p_switching_uw = 441.7
p_int_mw = 1.077
ir_worst_vdd_uv = 57.82
pwr-share-clk_pct = 35.9

[drt]
drcViolationCount = 0
vias_per_cell = 4.442
drt_iter0_drc = 255
firstDrtPassIters = 4
antenna_cells = 0
wl_per_cell_um = 14.31
wl_um = 24410
vias = 7578
ant_nets = 0

[run_status]
status = "finished clean"

[clock_network]
cts_tree = "done"
holdBufCountCts = 0
cts_resized = 0
post_cts_buffers = 0
clock_sinks = 256
clkTransAtPathRegs_ps = 70

[global_route]
overflow = 0
antenna_found_initial = 0
first_global_vias = 7444
grtUsageTotal_pct = 13.21
grt_max_degree = 66
grt_pass1_wl_um = 39100

[cells_and_area]
nFillCells = 3681
drive_above_1_share_pct = 13.72
flow.area_growth_from_synthesis_pct = 20.51
layout.cells.non_filler = 1706

[flow_run]
drv_cap = 0
openroad.warnings = 54

[hold_path]
hp-class = "register to register"
==> worst max-delay path, stage by stage <==
cell and delay (ps):
clkdlybuf4s50_1 480, nor4_1 630, nand4_1 180, nor2_1 340, nand4_1 170, clkdlybuf4s50_1 430
==> metrics by stage <==
stage          util, %  area [um^2]  power, mW
6_report         36.90        13960      1.519
5_1_grt          36.90        13960      1.616
4_1_cts          36.90        13960      1.540
3_5_place_dp     34.07        12890     0.9843
3_3_place_gp     34.07        12890     0.9794
2_1_floorplan        -        11590     0.8948
==> worst paths after layout <==
kind               cells past startpoint                         from  slack, ps                     endpoint
max reg2reg                           16  pwm_port1.clk_per_cycle[19]      17310        pwm_port1.counter[30]
min in group clk0                      1     buttons1.btn1_counter[0]        440     buttons1.btn1_counter[0]
max                                    6                  data_in[22]      10550                 debug_led[0]
max in group clk1                      7     buttons1.btn2_counter[0]      19140    buttons1.btn2_counter[26]
min in group clk3                      2        pwm_port1.counter[31]        530        pwm_port1.counter[31]
min reg2reg                            1    buttons1.btn1_counter[31]        430  buttons1.buttons_output[31]
max in group clk2                     15                 write_enable      12660         pwm_port1.clk_on[31]
min                                    1    buttons1.btn1_counter[31]        430  buttons1.buttons_output[31]
min in group clk1                      1     buttons1.btn2_counter[0]        450     buttons1.btn2_counter[0]
max in group clk3                     16  pwm_port1.clk_per_cycle[19]      17310        pwm_port1.counter[30]
==> layout make-up <==
type                    instances  area (um^2)  area share (%)
multi-input cells             698         5618           40.23
clock inverters                12        142.6           1.022
inverters                     103        386.6           2.769
flip-flops and latches        256         5445           39.00
clock buffers                  44        928.4           6.649
repair buffers                 82        803.3           5.753
well taps                     511        639.4           4.579
==> sequential cells by signal, summed over array words and instances, names as in the netlist <==
register	cells
data_out	32
buttons1.btn2_counter	32
pwm_port1.clk_per_cycle	32
pwm_port1.clk_on	32
pwm_port1.counter	32
pwm_port1.last_mem_data	32
buttons1.buttons_output	32
buttons1.btn1_counter	32
==> per-layer routing <==
layer,vias to the layer above,part of all wire (%),GRT usage [%]
met5,-,0,0
met4,0,3.2,3.561
met3,43,4.5,3.079
met2,121,46,20.96
met1,3503,46,18.42
li1,3911,-,-
==> layout by cell type, fill, tap and decap left out, types with 12 or more instances in the layout <==
| cell type | instances |
|---|---|
| nand2_1 | 56 |
| inv_1 | 103 |
| xnor2_1 | 50 |
| nor3_1 | 12 |
| and3_1 | 23 |
| ha_1 | 99 |
| nand4_1 | 28 |
| dfxtp_1 | 224 |
| clkbuf_16 | 34 |
| and2_1 | 35 |
| o21ai_0 | 22 |
| nand3_1 | 44 |
| a21oi_1 | 34 |
| mux2_4 | 30 |
| clkdlybuf4s50_1 | 75 |
| xor2_1 | 37 |
| mux2i_1 | 32 |
| mux2_2 | 64 |
| edfxtp_1 | 32 |
| nor2_1 | 61 |
==> cells by family (layout without fill, tap and decap cells) <==
group,after synthesis,in the layout
muxes,126,126
and+or+nand+nor,299,299
DFF,256,256
buffers and inverters,126,241
adders and majority gates,99,99
other,1,1
xor gates and xnor gates,87,87
AOI/OAI and AO/OA,86,86
==> power groups by stage <==
stage	Clock [mW]	Combinational, mW	Sequential, mW
4_1_cts	0.563	0.372	0.605
5_1_grt	0.582	0.420	0.614
6_report	0.546	0.369	0.604
Power and IR drop assume default switching activity.
