==> design/flow/design.v <==
module ram (
  input clk,
  input reset,
  input [31:0] address,
  input [31:0] data_in,
  input write_enable,
  output reg [31:0] data_out
);
  reg [31:0] storage [255:0];
  integer i;
  initial
    for (i = 0; i <= 255; i = i + 1)
      storage[i] <= 0;
  always @(posedge clk)
  begin
    if (write_enable)
      storage[address] <= data_in;
    data_out <= storage[address];
  end
endmodule
==> design/flow/run.sh <==
#!/bin/bash
# OpenROAD 26Q1-2900-gdf79404cd8, Yosys 0.63+post, stock flow scripts
make -C /OpenROAD-flow-scripts/flow DESIGN_CONFIG=/design/flow/config.mk WORK_HOME=/design/flow/orfs finish
==> design/flow/config.mk <==
export PLATFORM = sky130hd
export DESIGN_NAME = ram
export DESIGN_NICKNAME = ram
export VERILOG_FILES = /design/flow/design.v
export SDC_FILE = /design/flow/constraint.sdc
export NUM_CORES = 4
export LEC_CHECK = 1
export CORE_UTILIZATION = 40
export SYNTH_MEMORY_MAX_BITS = 65536
==> design/flow/constraint.sdc <==
current_design ram

set clk_period 50.0
set clk_io_pct 0.2

create_clock -name clk0 -period $clk_period [get_ports {clk}]

set non_clock_inputs [all_inputs -no_clocks]
set_input_delay [expr $clk_period * $clk_io_pct] -clock clk0 $non_clock_inputs
set_output_delay [expr $clk_period * $clk_io_pct] -clock clk0 [all_outputs]
==> impl_metrics.tcl <==
# metrics dict for downstream scripts
set metrics [dict create \
    grt_pass1_wl_um 1190000 \
    layout.cells.non_filler 24900 \
    post_cts_resized 0 \
    worst_pin_slew_ns 1.27 \
    die_h_um 881 \
    crit_fanout 56 \
    die_area_um2 776000 \
    cts_tree "done" \
    cts_num_sinks 8224 \
    rows 322 \
    drive_above_1_share 0.299 \
    fp_util 0.402 \
    grt_max_degree 88 \
    criticalPathCategory "in -> reg" \
    placedCellCount 23400 \
    wl_met1_um 242000 \
    worstSetupEndpointType "flop" \
    grt-ovfl-total 0 \
    grt_pass1_vias 159000 \
    dr.pass1.iters 6 \
    outcome "completed" \
    rsz0062_at_grt "false" \
    drtIter0Drc 9756 \
    ctsHoldBuffers 0 \
    syn_area_per_cell_um2 23.6 \
    p_leak_uw 0.108 \
    synthCells 13100 \
    n_fill_cell 61500 \
    reg2regPathDepth 6 \
    routedWlPerCell_um 33.9 \
    routed_wl_um 845000 \
    slew_headroom 0.155 \
    cts_root_buffer "clkbuf_16" \
    ys_cells 13100 \
    wl_met2_um 394000 \
    slew_viol_final 0 \
    min_period_ns 17.07 \
    ys_seq_frac 0.798 \
    crit_arrival_ns 17.87 \
    worstHoldPathCells 5 \
    wl_met3_um 169000 \
    setup_tns_ns 0 \
    ys_ff 8224 \
    ir_drop_mv 0.0399 \
    power_uw 14100 \
    synthToLayoutAreaGrowth_pct 14.7 \
    dr.max_layer_used "met5" \
    cp.required_ns 50.80 \
    vias 144000 \
    fp.coreArea_um2 769000 \
    antenna_found_initial 32 \
    fmax_ghz 0.0586 \
    cp-start-kind "primary input" \
    worstHoldEndpoint "data_out[13]$_DFF_P_" \
    warning_count 51 \
    numCtsBuffers 816 \
    maxCapViolations 0 \
    grt_use_total 0.241 \
    htreeDepth 6 \
    vias_per_cell 5.78 \
    yosysWarnings 1 \
    ant_nets 0 \
    min_from "storage[150][13]$_DFFE_PP_" \
    synth.cell_area_um2 309000 \
    final_hold_viol_count 0 \
    clk_path_buf_depth 4 \
    hold_class "reg -> reg" \
    ys_chip_area_um2 309000 \
    finalClockSkew_ns 0.116 \
    insertion_delay_ns 1.22 \
    path_clk_slew_ns 0.06 \
    post-route-period-util 0.341 \
    io_pins 99 \
    port_buffers 73 \
    r2r_end "data_out[30]$_DFF_P_" \
    setup_viol 0 \
    r2r_slack_ns 46.69 \
    place_congestion 0.884 \
    drc_errors 0 \
    timing.rr.start "storage[88][30]$_DFFE_PP_" \
    die_w_um 881 \
    cts_setup_buffers 0 \
    power_density_nw_per_um2 39.9 \
    ys_types 22 \
    hpwl_um 491000 \
]
worst max path at each step:
stage                      start                   end  slack [ns]
after CTS             address[0]  data_out[31]$_DFF_P_       32.60
after global routing  address[0]  data_out[31]$_DFF_P_       32.19
final                 address[0]  data_out[31]$_DFF_P_       32.93
layout make-up:
cell class	count	area, µm²	area share
tap	10200	12800	0.0360
antenna	28	70.1	0.000198
timing repair buffer	933	7630	0.0215
clock inverter	471	4200	0.0118
clock buffer	1010	21300	0.0600
sequential	8224	247000	0.696
inverter	1	3.75	0.0000106
multi-input combinational	4066	62000	0.175
sequential cells by signal, summed over array words and instances (netlist names):
register and cells:
storage 8192, data_out 32
layer usage:
layer  vias to the layer above  global-route usage
met2                      9940               0.345
met3                      1425               0.214
met1                     73700               0.260
met5                         -              0.0129
li1                      59000                   -
met4                        31              0.0822
synthesized netlist by cell type:
| cell type | instances | area [µm²] |
|---|---|---|
| or2_2 | 2 | 12.5 |
| buf_4 | 21 | 158 |
| nand3_1 | 13 | 65.1 |
| clkbuf_1 | 498 | 1870 |
| nand4_1 | 32 | 200 |
| buf_1 | 64 | 240 |
| edfxtp_1 | 8192 | 246000 |
| nand2b_1 | 6 | 37.5 |
| buf_2 | 209 | 1050 |
| nand2_1 | 28 | 105 |
| a21oi_1 | 512 | 2560 |
| or3_1 | 1 | 6.26 |
| nor3_1 | 30 | 150 |
| inv_1 | 1 | 3.75 |
| dfxtp_1 | 32 | 641 |
| a22oi_1 | 1024 | 7690 |
| buf_6 | 4 | 45.0 |
| nor2b_1 | 7 | 43.8 |
| mux4_2 | 2048 | 46100 |
| o41ai_1 | 128 | 1120 |
| and2_1 | 3 | 18.8 |
| nor2_1 | 232 | 871 |
logic make-up after synthesis:
family / Yosys count / synth area share
AOI/OAI and AO/OA: 1664 / 0.0368
buffers and inverters: 797 / 0.0109
and+or+nand+nor: 354 / 0.00489
muxes: 2048 / 0.149
DFF: 8224 / 0.798
per-stage QoR:
| stage | utilization | area (µm²) | hold slack [ns] | worst slack [ns] |
|---|---|---|---|---|
| floorplan | - | 309000 | 0.819 | 36.12 |
| global placement | 0.428 | 329000 | 0.946 | 31.48 |
| detailed placement | 0.428 | 329000 | 0.952 | 31.41 |
| CTS | 0.461 | 355000 | 0.964 | 32.60 |
| global route | 0.461 | 355000 | 1.01 | 32.19 |
| finish | 0.461 | 355000 | 0.957 | 32.93 |
report_power, final:
group / switching [µW] / total (µW) / internal (µW)
combinational: 445 / 670 / 225
sequential: 13.3 / 7610 / 7600
clock: 2590 / 5860 / 3270
worst max-delay path, stage by stage:
cell	delay (ns)
buf_16	0.31
buf_4	0.65
buf_4	0.70
buf_4	0.62
buf_4	0.49
buf_4	0.51
buf_4	0.61
buf_4	0.58
buf_4	0.50
buf_4	0.53
mux4_2	0.56
a22oi_1	0.18
a21oi_1	0.13
buf_4	0.21
o41ai_1	0.36
buf_4	0.24
nand4_1	0.42
cell usage in the layout (no fill, tap or decap), drive strengths merged, types with 2 or more instances in the layout:
cell / Yosys / final
edfxtp: 8192 / 8192
nand2: 28 / 28
clkbuf: 498 / 1010
or2: 2 / 2
inv: 1 / 28
o41ai: 128 / 128
clkinv: 0 / 387
a21oi: 512 / 512
mux4: 2048 / 2048
diode: 0 / 28
buf: 298 / 894
clkdlybuf4s50: 0 / 39
a22oi: 1024 / 1024
nand3: 13 / 13
nor2b: 7 / 7
nor3: 30 / 30
nand2b: 6 / 6
bufinv: 0 / 47
clkinvlp: 0 / 10
nand4: 32 / 32
nor2: 232 / 232
dfxtp: 32 / 32
and2: 3 / 3
